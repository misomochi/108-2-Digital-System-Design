$ cat ./run.sh
#!/bin/bash
# OpenROAD 26Q1-2900-gdf79404cd8, Yosys 0.63+post, stock flow scripts
make -C /OpenROAD-flow-scripts/flow DESIGN_CONFIG=/design/flow/config.mk WORK_HOME=/design/flow/orfs finish
$ cat ./config.mk
export PLATFORM = sky130hd
export DESIGN_NAME = cache
export DESIGN_NICKNAME = cache
export VERILOG_FILES = /design/flow/design.v
export SDC_FILE = /design/flow/constraint.sdc
export NUM_CORES = 4
export LEC_CHECK = 1
export CORE_UTILIZATION = 40
$ cat ./design.v
module cache(
    clk,
    proc_reset,
    proc_read,
    proc_write,
    proc_addr,
    proc_rdata,
    proc_wdata,
    proc_stall,
    mem_read,
    mem_write,
    mem_addr,
    mem_rdata,
    mem_wdata,
    mem_ready
);
  localparam IDLE = 2'b00, COMPARE_TAG = 2'b01, WRITE_BACK = 2'b10, ALLOCATE = 2'b11;
    input          clk;
    input          proc_reset;
    input          proc_read, proc_write;
    input   [29:0] proc_addr;  
    input   [31:0] proc_wdata;
    output         proc_stall;
    output  [31:0] proc_rdata;
    input  [127:0] mem_rdata;
    input          mem_ready;
    output         mem_read, mem_write;
    output  [27:0] mem_addr;
    output [127:0] mem_wdata;
    reg [154:0] block [0:7];  
    reg [154:0] next_block [0:7];
    reg [154:0] mapped_block, block_write;
    reg [127:0] block_data, mem_wdata_r, mem_wdata_w;
    reg [27:0] mem_addr_r, mem_addr_w;
    reg [24:0] block_tag;
    reg [31:0] block_word, proc_rdata_r, proc_rdata_w;
    reg block_hit, block_valid, block_dirty, proc_stall_r, proc_stall_w, mem_read, mem_write;
    reg [1:0] current_state, next_state; 
    wire [24:0] tag;
    wire [2:0] index;
    wire [1:0] offset;
    integer i, j, k;
    assign tag 	  = proc_addr[29:5];
    assign index  = proc_addr[4:2];  
    assign offset = proc_addr[1:0];
    assign proc_rdata = proc_rdata_r;
    assign proc_stall = proc_stall_r;
    assign mem_wdata = mem_wdata_r;
    assign mem_addr  = mem_addr_r;
	always @(*) begin
		mapped_block = block[index];  
		block_valid  = mapped_block[154];
		block_dirty  = mapped_block[153];
		block_tag 	 = mapped_block[152:128];
		block_data 	 = mapped_block[127:0];
		block_hit = (block_tag == tag) & block_valid;
		case (offset)
			2'b00: begin
				block_word 	= block_data[31:0];
				block_write = {1'b1, 1'b1, tag, block_data[127:32], proc_wdata};  
			end
			2'b01: begin
				block_word 	= block_data[63:32];
				block_write = {1'b1, 1'b1, tag, block_data[127:64], proc_wdata, block_data[31:0]};  
			end
			2'b10: begin
				block_word 	= block_data[95:64];
				block_write = {1'b1, 1'b1, tag, block_data[127:96], proc_wdata, block_data[63:0]};  
			end
			2'b11: begin
				block_word 	= block_data[127:96];
				block_write = {1'b1, 1'b1, tag, proc_wdata, block_data[95:0]};  
			end
			default : begin
				block_word = 32'b0;
				block_write = 155'b0;
			end
		endcase
	end
	always @(*) begin
		case (current_state)
			IDLE: begin
				if (proc_read | proc_write) next_state = COMPARE_TAG;
				else next_state = IDLE;
			end
			COMPARE_TAG: begin
				if (block_hit) next_state = IDLE;  
				else if (~block_dirty) next_state = ALLOCATE;  
				else if (block_dirty) next_state = WRITE_BACK;  
				else next_state = COMPARE_TAG;
			end
			WRITE_BACK: begin
				if (mem_ready) next_state = ALLOCATE;  
				else next_state = WRITE_BACK;  
			end
			ALLOCATE: begin
				if (mem_ready) next_state = COMPARE_TAG;  
				else next_state = ALLOCATE;  
			end
			default : next_state = IDLE;
		endcase
	end
	always @(*) begin
		for (k = 0; k < 8; k = k + 1) next_block[k] = block[k];
		proc_rdata_w = proc_rdata_r;
		mem_addr_w 	 = mem_addr_r;
		mem_wdata_w  = mem_wdata_r;
		case (current_state)
			IDLE: begin
				proc_stall_w = (proc_read | proc_write) ? 1'b1 : 1'b0;
				mem_read  = 1'b0;
				mem_write = 1'b0;
			end
			COMPARE_TAG: begin
				mem_read  = 1'b0;
				mem_write = 1'b0;
				if (proc_read) begin
					if (block_hit) begin  
						proc_stall_w = 1'b0;
						proc_rdata_w = block_word;
					end else begin  
						proc_stall_w = 1'b1;
						if (block_dirty) begin  
							mem_addr_w 	= {block_tag, index};
							mem_wdata_w = block_data;				
						end else mem_addr_w = proc_addr[29:2];
					end
				end else if (proc_write) begin
					if (block_hit) begin  
						proc_stall_w = 1'b0;
						next_block[index] = block_write;
					end else begin  
						proc_stall_w = 1'b1;
						if (block_dirty) begin  
							mem_addr_w 	= {block_tag, index};
							mem_wdata_w = block_data;
						end else mem_addr_w = proc_addr[29:2];
					end
				end else proc_stall_w = 1'b0;
			end
			WRITE_BACK: begin
				proc_stall_w = 1'b1;
				mem_read 	 = 1'b0;
				if (mem_ready) begin
					mem_write  		  = 1'b0;
					mem_addr_w 		  = proc_addr[29:2];
					next_block[index] = {1'b1, 1'b0, tag, block_data};  
				end else begin
					mem_write = 1'b1;
				end
			end
			ALLOCATE: begin
				proc_stall_w = 1'b1;
				mem_write 	 = 1'b0;
				if (mem_ready) begin
					mem_read 	 	  = 1'b0;
					next_block[index] = {1'b1, 1'b0, tag, mem_rdata};
				end else mem_read = 1'b1;
			end
			default : begin
				proc_stall_w = 1'b0;
				mem_read 	 = 1'b0;
				mem_write	 = 1'b0;
			end
		endcase
	end
	always@( posedge clk ) begin
	    if( proc_reset ) begin
	    	for (i = 0; i < 8; i = i + 1) block[i] <= 155'b0;
	    	proc_rdata_r  <= 32'b0;
	    	proc_stall_r  <= 1'b0;
	    	mem_addr_r 	  <= 28'b0;
	    	mem_wdata_r   <= 128'b0;
	    	current_state <= IDLE;
	    end
	    else begin
	    	for (j = 0; j < 8; j = j + 1) block[j] <= next_block[j];
	    	proc_rdata_r  <= proc_rdata_w;
	    	proc_stall_r  <= proc_stall_w;
	    	mem_addr_r 	  <= mem_addr_w;
	    	mem_wdata_r   <= mem_wdata_w;
	    	current_state <= next_state;
	    end
	end
endmodule
$ cat ./constraint.sdc
current_design cache

set clk_period 100.4
set clk_io_pct 0.2

create_clock -name clk0 -period $clk_period [get_ports {clk}]

set non_clock_inputs [all_inputs -no_clocks]
set_input_delay [expr $clk_period * $clk_io_pct] -clock clk0 $non_clock_inputs
set_output_delay [expr $clk_period * $clk_io_pct] -clock clk0 [all_outputs]
==> results.py <==
# Auto-generated metrics
metrics = {
    "sta": {
        "fin_tns_setup_ns": 0,
        "timing_worst_slew_pin_value_ns": 1.11,
        "period_minus_slack_ns": 41.69,
        "hold_violations": 0,
        "grt_setup_unrepaired": "no",
        "max_clock_freq_mhz": 24.0,
        "final.hold.worst_slack_ns": 0.450,
        "timing.final.setup_violations": 0,
        "max_slew_margin_vs_limit_pct": 25.3,
        "finalClockPeriodUsage_pct": 41.5,
        "finalMaxSlewViolations": 0,
        "fin_skew_ns": 0.0346,
    },
    "floorplanning": {
        "ioPinCount": 386,
        "initial_utilization_pct": 40.4,
        "std_cell_rows": 148,
        "core_region_area_um2": 163000,
        "full_die_area_um2": 166000,
        "die_y_um": 408,
        "floorplan.die.width_um": 408,
    },
    "run_status": {
        "run_status": "completed",
    },
    "power": {
        "power.density_cell_area_nw_per_um2": 18.2,
        "worst_ir_drop_vdd_mv": 0.0173,
        "power.static_leakage_uw": 0.0338,
    },
    "synthesis": {
        "netlist_area_um2": 65800,
        "synth_seq_share_pct": 43.6,
        "syn-mean-instance-area_um2": 9.16,
        "common_cells": "sky130_fd_sc_hd__nand2_1, sky130_fd_sc_hd__dfxtp_1, sky130_fd_sc_hd__mux2i_1",
        "top_cells_by_area": "sky130_fd_sc_hd__dfxtp_1, sky130_fd_sc_hd__mux2i_1, sky130_fd_sc_hd__nand2_1, sky130_fd_sc_hd__o21ai_0, sky130_fd_sc_hd__a22oi_1",
        "yosys_register_bits": 1433,
        "enable_flop_cells": 0,
        "synthMostInstantiatedCell": "sky130_fd_sc_hd__nand2_1",
        "netlist.top_cell.by_area": "sky130_fd_sc_hd__dfxtp_1",
        "number_of_cells_in_the_yosys_synthesis_report": 7186,
        "async_s_r_ff_share_synth_pct": 0,
        "yosys_warnings": 3,
        "synth_top_area_share_pct": 43.6,
        "synth_top_flop_cell": "sky130_fd_sc_hd__dfxtp_1",
        "ys_chip_area_um2": 65800,
        "synth_cell_types": 74,
        "syn-instance-count": 7186,
    },
    "worst_setup_path": {
        "cp.arrival_ns": 21.61,
        "timing.critical_path.to_type": "primary output",
        "startpoint_type": "input pin",
        "cp_slowest_stage_delay_ns": 0.55,
        "crit_path_frequent_cell": "sky130_fd_sc_hd__clkdlybuf4s50_1",
        "count_of_cells_along_the_worst_register_to_register_path": 13,
        "crit_chain": "clkdlybuf4s50_1, nor2_1, buf_4, clkdlybuf4s50_1",
        "timing.critical_path.required_ns": 80.32,
        "criticalPathCategory": "input pin to primary output",
        "worst-path-max-fanout": 6,
        "cp_slowest_cell": "sky130_fd_sc_hd__clkdlybuf4s50_1",
    },
    "clock_network": {
        "ctsHoldBuffers": 0,
        "cts_tree": "built",
        "cts_setup_buffers": 0,
        "max-clock-path-buffers": 3,
        "numCtsBuffers": 153,
        "cts_sinks": 1433,
        "clkSlewWorstSetupHoldPaths_ns": 0.06,
        "cts-root-buf": "sky130_fd_sc_hd__clkbuf_16",
        "cts.repair.resized": 0,
        "htreeDepth": 4,
        "worst_skew_pair.late_latency_ns": 0.80,
    },
    "global_routing": {
        "grt_first_pass_wirelength_um": 385000,
        "grt_antenna_before_repair": 30,
        "gr-usage-all-layers_pct": 32.8,
        "grt_start_max_net_pins": 159,
        "first_global_vias": 53700,
        "grt.overflow.total": 0,
    },
    "placement": {
        "buffer_ports.inserted": 385,
        "dp_hpwl_um": 176000,
        "place_congestion": 0.953,
    },
    "final_layout": {
        "drive_gt1_share_pct": 9.00,
        "syn2layout_area_growth_pct": 16.7,
        "post-route-util_pct": 47.1,
    },
    "detailed_routing": {
        "vias_per_cell": 5.96,
        "wirelength_um": 271000,
        "drt.antenna.violating_nets": 0,
        "detail_route.wl_per_cell_um": 28.1,
        "remaining_drc_errors": 0,
        "firstDrtPassIters": 6,
        "detail_route.iter0.violations": 5058,
        "num_vias": 57300,
    },
    "flow_run": {
        "maxCapViolCount": 0,
        "tool_warnings": 34,
    },
    "min_path": {
        "worst_hold_class": "register to register",
        "number_of_cells_traversed_by_the_worst_hold_path": 2,
    },
}
-- placed cells by master (no fill, tap or decap), types with 32 or more instances in the layout --
cell type / n
sky130_fd_sc_hd__a211oi_1: 51
sky130_fd_sc_hd__a21oi_1: 272
sky130_fd_sc_hd__a221oi_1: 66
sky130_fd_sc_hd__a22o_1: 32
sky130_fd_sc_hd__a22oi_1: 232
sky130_fd_sc_hd__buf_4: 227
sky130_fd_sc_hd__clkbuf_1: 41
sky130_fd_sc_hd__clkbuf_16: 159
sky130_fd_sc_hd__clkbuf_8: 38
sky130_fd_sc_hd__clkdlybuf4s50_1: 379
sky130_fd_sc_hd__dfxtp_1: 1431
sky130_fd_sc_hd__inv_1: 50
sky130_fd_sc_hd__mux2_2: 69
sky130_fd_sc_hd__mux2i_1: 1370
sky130_fd_sc_hd__mux4_2: 61
sky130_fd_sc_hd__nand2_1: 1587
sky130_fd_sc_hd__nand3_1: 105
sky130_fd_sc_hd__nand3b_1: 35
sky130_fd_sc_hd__nor2_1: 192
sky130_fd_sc_hd__nor3_1: 48
sky130_fd_sc_hd__o21a_1: 38
sky130_fd_sc_hd__o21ai_0: 373
sky130_fd_sc_hd__o221ai_1: 55
sky130_fd_sc_hd__o22ai_1: 36
-- area by class of cell --
type                            count  area, µm²
Multi-Input combinational cell   5046      34300
Inverter                           55        223
Sequential cell                  1433      28700
Tap cell                         2175       2720
Antenna cell                       18       45.0
Fill cell                       14900      86200
Clock buffer                      238       4660
Timing Repair Buffer              619       5700
Clock inverter                     35        403
-- worst max-delay path: cells and delay by family --
family | cells | cell delay [ns]
simple gates | 1 | 0.18
buf+inv | 3 | 1.33
-- power by group --
| part | switching, µW | internal [µW] | total [µW] |
|---|---|---|---|
| sequential | 13.5 | 593 | 607 |
| clock | 241 | 336 | 578 |
| combinational | 140 | 70.3 | 211 |
-- worst paths after layout --
kind | start | end | slack (ns)
min reg2reg | block[1][154] | block[1][154] | 0.45
max | mem_ready | mem_read | 58.71
max reg2reg | block[6][147] | block[5][77] | 95.03
min | block[1][154] | block[1][154] | 0.45
-- sequential cells by signal (all words and copies together) (netlist names) --
register and count:
proc_stall_r 1, proc_rdata_r 32, current_state 4, mem_wdata_r 128, mem_addr_r 28, block 1240
-- kinds of logic after synthesis --
| group | count (synthesis) | share of synthesized area (%) |
|---|---|---|
| xor gates and xnor gates | 13 | 0.173 |
| buffers and inverters | 707 | 4.58 |
| and+or+nand+nor | 2130 | 13.3 |
| muxes | 1502 | 24.1 |
| DFF | 1433 | 43.6 |
| AOI/OAI and AO/OA | 1401 | 14.2 |
-- layer usage --
metal,wire (µm),part of all wire (%),vias to the layer above,GRT usage [%]
li1,-,-,25800,-
met1,108000,40,28100,44.1
met2,108000,40,2762,43.1
met3,42500,16,605,20.0
met4,11900,4.4,40,12.2
met5,256,0.095,-,1.72
-- stage by stage --
step	worst slack [ns]	area, µm²	std cells	power (µW)
final	58.71	76800	9619	1390
after global routing	58.65	76800	9609	1430
after CTS	58.73	76700	9601	1390
after detailed placement	58.74	71700	9328	821
after global placement	58.65	71700	9328	819
after floorplan	60.16	65800	7186	730
No activity file was given, so power comes from the tool's default toggle rates.
