[flow/design.v]
module ID_EX (
	input   	  clk,      
	input   	  rst_n,    
	input		  nop,	    
	input 		  IEWrite,  
	input   [1:0] RegDst_i,
	input   [1:0] CachetoReg_i,
	input   [3:0] ALU_control_i,
	input   	  CacheRead_i,
	input   	  CacheWrite_i,
	input   	  ALUSrc_i,
	input   	  RegWrite_i,
	input  [31:0] read_data1_i,  
	input  [31:0] read_data2_i,  
	input  [31:0] SignExtImm_i,
	input  [31:0] incremented_PC_i,  
	input	[4:0] rs_i,  
	input   [4:0] rt_i,  
	input   [4:0] rd_i,  
	input   [4:0] shamt_i,  
	output reg  [1:0] RegDst_o,
	output reg  [1:0] CachetoReg_o,
	output reg  [3:0] ALU_control_o,
	output reg 	  CacheRead_o,
	output reg 	  CacheWrite_o,
	output reg 	  ALUSrc_o,
	output reg 	  RegWrite_o,
	output reg [31:0] read_data1_o,
	output reg [31:0] read_data2_o,
	output reg [31:0] SignExtImm_o,
	output reg [31:0] incremented_PC_o,
	output reg  [4:0] rs_o,
	output reg  [4:0] rt_o,
	output reg  [4:0] rd_o,
	output reg  [4:0] shamt_o
);
always @(posedge clk) begin
	if(~rst_n) begin
		RegDst_o 		 <= 2'b0;
		CachetoReg_o 	 <= 2'b0;
		ALU_control_o 	 <= 4'b0;
		CacheRead_o		 <= 1'b0;
		CacheWrite_o 	 <= 1'b0;
		ALUSrc_o 		 <= 1'b0;
		RegWrite_o 		 <= 1'b0;
		rs_o 			 <= 5'b0;
		rt_o 			 <= 5'b0;
		rd_o 			 <= 5'b0;
		shamt_o          <= 5'd0;
		read_data1_o 	 <= 32'b0;
		read_data2_o 	 <= 32'b0;
		SignExtImm_o 	 <= 32'b0;
		incremented_PC_o <= 32'd0;
	end else if (IEWrite) begin
		RegDst_o 	  	 <= RegDst_o;
		CachetoReg_o  	 <= CachetoReg_o;
		ALU_control_o 	 <= ALU_control_o;
		CacheRead_o	  	 <= CacheRead_o;
		CacheWrite_o  	 <= CacheWrite_o;
		ALUSrc_o 	  	 <= ALUSrc_o;
		RegWrite_o 	  	 <= RegWrite_o;
		rs_o 			 <= rs_o;
		rt_o 			 <= rt_o;
		rd_o 			 <= rd_o;
		shamt_o          <= shamt_o;
		incremented_PC_o <= incremented_PC_o;
		read_data1_o 	 <= read_data1_o;
		read_data2_o 	 <= read_data2_o;
		SignExtImm_o 	 <= SignExtImm_o;
	end else begin
		rs_o 			 <= rs_i;
		rt_o 			 <= rt_i;
		rd_o 			 <= rd_i;
		shamt_o          <= shamt_i;
		incremented_PC_o <= incremented_PC_i;
		read_data1_o 	 <= read_data1_i;
		read_data2_o 	 <= read_data2_i;
		SignExtImm_o 	 <= SignExtImm_i;
		if (nop) begin  
			RegDst_o 	  <= 2'b00;
			CachetoReg_o  <= 2'b00;
			ALU_control_o <= 4'b1111;
			CacheRead_o	  <= 1'b0;
			CacheWrite_o  <= 1'b0;
			ALUSrc_o 	  <= 1'b0;
			RegWrite_o 	  <= 1'b0;
		end else begin
			RegDst_o 	  <= RegDst_i;
			CachetoReg_o  <= CachetoReg_i;
			ALU_control_o <= ALU_control_i;
			CacheRead_o	  <= CacheRead_i;
			CacheWrite_o  <= CacheWrite_i;
			ALUSrc_o 	  <= ALUSrc_i;
			RegWrite_o 	  <= RegWrite_i;
		end
	end
end
endmodule
[flow/config.mk]
export PLATFORM = sky130hd
export DESIGN_NAME = ID_EX
export DESIGN_NICKNAME = ID_EX
export VERILOG_FILES = /design/flow/design.v
export SDC_FILE = /design/flow/constraint.sdc
export NUM_CORES = 4
export LEC_CHECK = 1
export CORE_AREA = 10 10 198 198
export DIE_AREA = 0 0 208 208
[flow/constraint.sdc]
current_design ID_EX

set clk_period 1.0
set clk_io_pct 0.2

create_clock -name clk0 -period $clk_period [get_ports {clk}]

set non_clock_inputs [all_inputs -no_clocks]
set_input_delay [expr $clk_period * $clk_io_pct] -clock clk0 $non_clock_inputs
set_output_delay [expr $clk_period * $clk_io_pct] -clock clk0 [all_outputs]
[flow/run.sh]
#!/bin/bash
# OpenROAD 26Q1-2900-gdf79404cd8, Yosys 0.63+post, stock flow scripts
make -C /OpenROAD-flow-scripts/flow DESIGN_CONFIG=/design/flow/config.mk WORK_HOME=/design/flow/orfs finish
==> CHANGELOG.md <==
### Physical design

* Fill cell count at 3623
* Worst path arrival time at 0.88 ns
* Clock Path Buffers at 2
* Clock Skews at 0 ns
* Num rows at 68
* Synthesized area per cell at 11.7 sq um
* Initial antenna violation count at 0
* Peak VDD IR at 1110 uV
* CTS Buf Count at 17
* Core Footprint at 34700 sq um
* Post-Route WL at 20400 microns
* Slew Limit Headroom at 81.6%
* Die width at 208 microns
* Yosys Chip Area at 6100 sq um
* Cell count after placement at 1293
* Layout cells sized above 1 at 44.9%
* DRT antenna net count at 0
* Synthesized flop and latch total at 160
* Yosys top cell by area: dfxtp_1
* Late-Pin Clk Latency at 0.43 ns
* Final setup violation count at 160
* Clock slew at reported path FFs at 0.07 ns
* Yosys warning count at 1
* CP Cell Sequence: buf_6
* CP required at 0.80 ns
* Netlist Area Pre-Place at 6100 sq um
* CP Capture Type: output pin
* CTS tree: done
* FF-to-FF setup slack at 0.07 ns
* Fp_density at 17.6%
* Largest net degree at the start of global routing at 39
* Setup ws final at -0.0786 ns
* H-tree depth at 4
* Wire length per cell at 15.3 microns
* Chip area at 43300 sq um
* Library cells used by synthesis at 17
* Register area share after synthesis at 52.5%
* I/O Buffers at 323
* Max incr delay on CP at 0.35 ns
* Worst-margin pin slew at 0.276 ns
* Max Slew Vio Count at 0
* Crit Path Category: reg -> out
* GPL Wtd Cong at 0.772
* Critical path launch point type: flip-flop
* GR Util All Layers at 9.14%
* Top area cell types: dfxtp_1 52%, mux2i_1 24%, nor2b_1 15%
* Outcome: complete, but fails checks
* Final Cycle Share at 108%
* Final cell count without fillers at 1329
* Worst Hold Class: in -> reg
* Failing checks: negative setup slack
* First-pass GRT wire length at 31100 microns
* Vias in the first global route at 4911
* Crit path buf inv count at 1
* Post-layout min period at 1.08 ns
* DP Worst Slack at -0.400 ns
* Post-route DRC violation count at 0
* Slowest cell on crit path: dfxtp_2
* Root buf cell: clkbuf_16
* Final Hold Fails at 0
* DPL Wire Length at 15400 microns
* Gr ovfl total at 0
* Max Fclk at 927 MHz
* # hold bufs at CTS at 0
* Pleak at 0.00454 uW
* PD cells at 1550 nW/um^2
* Tool Warnings at 27
* CP top delay family: flip-flops
* Max FO, Critical Path at 2
* Synth-to-layout area growth at 66.0%
* RSZ-0062 raised after global routing: true
* Area share, top type at 52.5%
* First-pass iteration count of the detailed router at 4
* Initial drt markers at 125
* Die height at 208 microns
* Vias per cell at 3.61
* I/O pins at 324
* Ant diodes at 0
* Clock sinks at 160
* Ys cells at 522
* Max-cap viol count at 0
* Vias at 4794
* Syn Inst Count at 522
-- sequential cells by signal (all words and copies together), names as in the netlist --
name	flops
CachetoReg_o	2
ALUSrc_o	1
read_data2_o	32
ALU_control_o	4
shamt_o	5
SignExtImm_o	32
RegDst_o	2
read_data1_o	32
CacheWrite_o	1
rd_o	5
rt_o	5
CacheRead_o	1
incremented_PC_o	32
rs_o	5
RegWrite_o	1
-- cell usage in the layout, fill, tap and decap left out, drive strengths merged --
master / n
o21ai: 7
nand2: 7
a31o: 1
bufinv: 2
nand3: 7
nor4bb: 1
or2: 1
clkbuf: 22
clkdlybuf4s50: 161
dfxtp: 160
nor2b: 148
o221a: 4
clkinv: 4
mux2i: 148
buf: 195
clkinvlp: 3
inv: 3
-- repair_timing --
item,CTS,global route
pin swaps,0,0
buffers inserted,1,3
gates resized,717,13
setup endpoints to repair,160,163
-- per-layer routing --
metal	global-route usage, %	part of all wire (%)	vias up
li1	-	-	2422
met1	11.6	43	2168
met2	14.4	46	195
met3	4.31	10	9
met4	0.971	1.0	0
met5	0	0	-
-- layout make-up --
class                      instances  area [sq um]  share of cell area, %
clock buffer                      21           460                   4.54
multi-input combinational        324          2580                   25.4
inverter                           1          3.75                 0.0370
timing repair buffer             357          2990                   29.5
clock inverter                    11           131                   1.30
sequential                       160          3400                   33.6
tap                              455           569                   5.62
-- synth_stat cells (all sizes together) --
library cell / number
a31o: 1
buf: 22
clkbuf: 15
dfxtp: 160
inv: 1
mux2i: 148
nand2: 7
nand3: 7
nor2b: 148
nor4bb: 1
o21ai: 7
o221a: 4
or2: 1
-- report_power, final --
| part | leakage (uW) | switching (uW) | internal [uW] |
|---|---|---|---|
| clock network | 0.000280 | 2770 | 3830 |
| logic | 0.00288 | 695 | 1450 |
| registers | 0.00138 | 184 | 6830 |
| total | 0.00454 | 3640 | 12100 |
-- worst paths after layout --
kind | end | start | depth (start not counted)
worst max-delay path | ALU_control_o[1] | ALU_control_o[1]$_SDFFE_PN0N_ | 1
worst min register to register | CachetoReg_o[0]$_SDFFE_PN0N_ | CachetoReg_o[0]$_SDFFE_PN0N_ | 2
worst min-delay path | SignExtImm_o[31]$_SDFFE_PN0N_ | rst_n | 3
worst max register to register | ALU_control_o[1]$_SDFFE_PN0N_ | ALU_control_o[1]$_SDFFE_PN0N_ | 3
-- through the flow --
step                      area [sq um]  util (%)  hold WS (ns)  TNS [ns]  power [uW]
after global routing             10100      29.2         0.215    -17.51       16600
after global placement            9910      28.5         0.465    -26.37        9490
after CTS                        10000      28.9         0.204    -15.98       16100
final                            10100      29.2         0.233     -8.92       15800
after detailed placement          9910      28.5         0.478    -27.25        9510
after floorplan                   6100         -         0.340         0        7860
-- cell families after synthesis --
logic type             Yosys count  share of synthesized area (%)
AOI/OAI and AO/OA               12                           1.46
muxes                          148                           24.3
and+or+nand+nor                164                           16.4
DFF                            160                           52.5
buffers and inverters           38                           5.37
Power is estimated from default activity; no workload was simulated.
