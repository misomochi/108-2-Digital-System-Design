`/design/flow/config.mk`:
```
export PLATFORM = sky130hd
export DESIGN_NAME = registers
export DESIGN_NICKNAME = registers
export VERILOG_FILES = /design/flow/design.v
export SDC_FILE = /design/flow/constraint.sdc
export NUM_CORES = 4
export LEC_CHECK = 1
export CORE_UTILIZATION = 50
```
`/design/flow/constraint.sdc`:
```
current_design registers

set clk_period 9.9
set clk_io_pct 0.2

create_clock -name clk0 -period $clk_period [get_ports {clk}]

set non_clock_inputs [all_inputs -no_clocks]
set_input_delay [expr $clk_period * $clk_io_pct] -clock clk0 $non_clock_inputs
set_output_delay [expr $clk_period * $clk_io_pct] -clock clk0 [all_outputs]
```
`/design/flow/design.v`:
```
module registers (
	input  		  clk,     
	input  		  rst_n,   
	input  [4:0]  read_reg1,
	input  [4:0]  read_reg2,
	input  [4:0]  write_reg,
	input  [31:0] write_data,
	input  		  RegWrite,
	output [31:0] read_data1,
	output [31:0] read_data2
);
reg [31:0] r [0:31];
integer i;
assign read_data1 = r[read_reg1];
assign read_data2 = r[read_reg2];
always @(posedge clk) begin
	if(~rst_n) begin
		for (i = 0; i < 32; i = i + 1) begin
			r[i] <= 32'b0;
		end
	end else begin
		if (RegWrite) begin
			case (write_reg)
				5'b00000: r[0]	<= 32'b0;
				5'b00001: r[1] 	<= write_data;
				5'b00010: r[2] 	<= write_data;
				5'b00011: r[3] 	<= write_data;
				5'b00100: r[4] 	<= write_data;
				5'b00101: r[5] 	<= write_data;
				5'b00110: r[6] 	<= write_data;
				5'b00111: r[7] 	<= write_data;
				5'b01000: r[8] 	<= write_data;
				5'b01001: r[9] 	<= write_data;
				5'b01010: r[10] <= write_data;
				5'b01011: r[11] <= write_data;
				5'b01100: r[12] <= write_data;
				5'b01101: r[13] <= write_data;
				5'b01110: r[14] <= write_data;
				5'b01111: r[15] <= write_data;
				5'b10000: r[16] <= write_data;
				5'b10001: r[17] <= write_data;
				5'b10010: r[18] <= write_data;
				5'b10011: r[19] <= write_data;
				5'b10100: r[20] <= write_data;
				5'b10101: r[21] <= write_data;
				5'b10110: r[22] <= write_data;
				5'b10111: r[23] <= write_data;
				5'b11000: r[24] <= write_data;
				5'b11001: r[25] <= write_data;
				5'b11010: r[26] <= write_data;
				5'b11011: r[27] <= write_data;
				5'b11100: r[28] <= write_data;
				5'b11101: r[29] <= write_data;
				5'b11110: r[30] <= write_data;
				5'b11111: r[31] <= write_data;
				default : r[0]  <= 32'b0;
			endcase
		end else begin
			r[0]  <= 32'b0;
			r[1]  <= r[1];
			r[2]  <= r[2];
			r[3]  <= r[3];
			r[4]  <= r[4];
			r[5]  <= r[5];
			r[6]  <= r[6];
			r[7]  <= r[7];
			r[8]  <= r[8];
			r[9]  <= r[9];
			r[10] <= r[10];
			r[11] <= r[11];
			r[12] <= r[12];
			r[13] <= r[13];
			r[14] <= r[14];
			r[15] <= r[15];
			r[16] <= r[16];
			r[17] <= r[17];
			r[18] <= r[18];
			r[19] <= r[19];
			r[20] <= r[20];
			r[21] <= r[21];
			r[22] <= r[22];
			r[23] <= r[23];
			r[24] <= r[24];
			r[25] <= r[25];
			r[26] <= r[26];
			r[27] <= r[27];
			r[28] <= r[28];
			r[29] <= r[29];
			r[30] <= r[30];
			r[31] <= r[31];
		end
	end
end
endmodule
```
`/design/flow/run.sh`:
```
#!/bin/bash
# OpenROAD 26Q1-2900-gdf79404cd8, Yosys 0.63+post, stock flow scripts
make -C /OpenROAD-flow-scripts/flow DESIGN_CONFIG=/design/flow/config.mk WORK_HOME=/design/flow/orfs finish
```
==> impl_metrics.csv <==
group,metric,value,unit
synthesis,synthAdderAreaFrac,0,%
power_and_ir_drop,p_per_area,158,mW/mm²
synthesis,ys_area,0.0502,mm²
clock_network,clock_path_buffers,3,
floorplan,core,0.0989,mm²
power_and_ir_drop,swShare,26.3,%
final_timing,final_hold_viol_count,0,
worst_setup_path,startpoint,"read_reg2[2]",
synthesis,synth_top_flop_cell,"dfxtp_1",
final_timing,finalCritPeriodShare,89.1,%
layout,reg_top3,"r x992",
clock_network,clk_latency,0.73,ns
final_timing,fmax,113,MHz
floorplan,io_pins,114,
grt,grt_pass1_vias,51300,
grt,antenna_found_initial,19,
floorplan,die_w,319,µm
power_and_ir_drop,leakage,19.3,nW
power_and_ir_drop,pwr-share-clk,47.2,%
worst_setup_path,timing.rr.start,"r[13][23]",
final_timing,fin_crit,8.83,ns
route,num_vias,56300,
floorplan,initCoreUtil,50.8,%
layout,drive_gt1_share,9.14,%
floorplan,rows,115,
synthesis,synth_warnings,2,
final_timing,drv_slew,11,
grt,grt_overflow,0,
run,cap_violations,1,
clock_network,htree_levels,3,
place,place.port_buffers,113,
synthesis,synth_flops,992,
power_and_ir_drop,p_total,8.94,mW
worst_setup_path,crit_arrival,6.85,ns
hold_path,hold_depth,2,
synthesis,postSynthCellCount,6455,
grt,grt_util_all_layers,61.2,%
clock_network,clockRootBuffer,"clkbuf_16",
final_timing,relSlewSlack,-4.73,%
route,drc_errors,0,
final_timing,final-setup-viol-count,0,
power_and_ir_drop,power_switching,2.35,mW
place,dp_hpwl,184000,µm
power_and_ir_drop,p_seq_share,45.3,%
synthesis,ys_seq_share,39.6,%
layout,largest_reg_flops,992,
worst_setup_path,crit_end,"read_data2[0]",
worst_setup_path,cp.required,7.92,ns
layout,largest_register,"r",
synthesis,ys_types,62,
clock_network,holdBufCountCts,0,
route,wl_per_cell,40.1,µm
run_status,outcome,"complete, but fails checks",
clock_network,post_cts_buffers,0,
worst_setup_path,reg2reg_to,"r[13][23]",
place,gp_congestion,1.12,
synthesis,ys_cells,6455,
final_timing,fin_setup_tns,0,ns
synthesis,postSynthAreaPerCell,7.77,µm²
clock_network,cts_sinks,992,
floorplan,die_y,319,µm
worst_setup_path,r2r_setup_slack,8.99,ns
worst_setup_path,cp_max_fo,16,
grt,grt_pass1_wl,413000,µm
clock_network,cts_resized,0,
power_and_ir_drop,p_comb_share,7.5,%
route,drtIter0Drc,8799,
worst_setup_path,crit_type,"primary input to output pin",
worst_setup_path,cp-end-kind,"output pin",
synthesis,xor_share,0,%
route,wl,308000,µm
final_timing,finalClockSkew,0,ns
synthesis,ys_sh_mux,2.30,%
route,dr.pass1.iters,7,
hold_path,hp-class,"register to register",
synthesis,edf_count,0,
power_and_ir_drop,ir_drop,0.170,mV
synthesis,synthTopLogicFamily,"AND-OR/OR-AND gates",
final_timing,tightestPinTransition,1.56,ns
synthesis,ys_sh_simple,24.4,%
synthesis,syn_area,0.0502,mm²
clock_network,cts_made_buffers,108,
run_status,violations,"capacitance limit, slew limit",
layout,fillerInstances,8884,
clock_network,clk_pin_slew_worst_paths,0.07,ns
clock_network,tritoncts,"done",
final_timing,hold_slack,0.466,ns
route,via_per_inst,7.33,
worst_setup_path,crit_path_start_kind,"primary input",
synthesis,compound_area_share,28.5,%
floorplan,die_area,0.102,mm²
grt,grt_max_degree,177,
run,warnings,50,
power_and_ir_drop,p_int,6.59,mW
route,ant_nets,0,
final_timing,rsz0062_at_grt,"false",
layout,area_growth,12.5,%
worst_setup_path,worstRegToRegCells,2,
synthesis,synthArstFlopShare,0,%
==> synthesized netlist by cell type (5+ instances only) <==
cell	number	area share, %
a221o_1	17	0.34
a2bb2oi_1	7	0.12
nor3_1	17	0.17
nand2_1	2105	16
o2bb2ai_1	5	0.087
buf_2	42	0.42
a2111oi_0	76	1.3
o211ai_1	12	0.18
or3_1	5	0.062
a221oi_1	8	0.14
nand3_1	87	0.87
nor2b_1	12	0.15
nor2_1	51	0.38
or4_1	51	0.76
dfxtp_1	992	40
a21oi_1	33	0.33
o21ai_0	6	0.060
o22ai_1	50	0.62
buf_1	19	0.14
nor4_1	17	0.21
mux2i_1	104	2.1
clkbuf_1	597	4.5
a21boi_1	45	0.67
o2111ai_1	8	0.14
nand4_1	112	1.4
mux2_2	6	0.13
buf_6	7	0.16
a21boi_0	947	14
a22o_1	60	1.0
a2111oi_4	6	0.33
nand2b_1	9	0.11
nor3b_1	9	0.13
and3_1	261	3.3
and3b_1	7	0.12
a22oi_1	546	8.2
a222oi_1	11	0.22
and4_1	6	0.10
and2_1	34	0.42
a32oi_1	18	0.31
==> cells by family after synthesis <==
family,Yosys count
buf+inv,671
mux,112
flops,992
compound gates,1869
simple gates,2811
==> layer usage <==
metal / global-route usage (%) / share of wire (%) / vias up
li1: - / - / 22400
met1: 75.6 / 34 / 26500
met2: 75.3 / 37 / 5605
met3: 41.6 / 19 / 1762
met4: 41.6 / 9.4 / 34
met5: 6.95 / 0.27 / -
==> worst min path at each step <==
stage,start,end,slack (ns)
5_1_grt,r[5][19],r[5][19],0.49
4_1_cts,r[5][9],r[5][9],0.47
6_report,r[5][9],r[5][9],0.47
==> cell type report <==
| type | instances | area (µm²) | share of cell area, % |
|---|---|---|---|
| clock buffer | 153 | 3100 | 5.50 |
| timing repair buffer | 363 | 3050 | 5.40 |
| clock inverter | 44 | 500 | 0.886 |
| sequential | 992 | 19900 | 35.2 |
| antenna | 38 | 95.1 | 0.168 |
| tap | 1287 | 1610 | 2.85 |
| inverter | 4 | 15.0 | 0.0266 |
| multi-input combinational | 4792 | 28200 | 50.0 |
==> worst max-delay path, cell delays in order <==
cell	delay (ns)
clkdlybuf4s50_1	0.76
nor3b_2	1.37
and2_2	0.95
buf_4	0.61
a22oi_1	0.21
nand4_1	0.12
or4_1	0.26
clkdlybuf4s50_1	0.51
==> stage by stage <==
stage / cell area, µm² / utilization (%) / cells / worst slack (ns)
final: 56500 / 57.1 / 7673 / 1.07
after floorplan: 50200 / - / 6455 / 4.14
after CTS: 56400 / 57.0 / 7635 / 1.65
after global placement: 52800 / 53.4 / 7438 / 1.71
after detailed placement: 52800 / 53.4 / 7438 / 1.67
after global routing: 56400 / 57.0 / 7635 / 1.47
==> layout by cell type, fill, tap and decap left out, drive strengths merged, types with 18 or more instances in the layout <==
cell / netlist / layout
clkdlybuf4s50: 0 / 108
nand2: 2105 / 2105
dfxtp: 992 / 992
or4: 51 / 51
diode: 0 / 38
and3: 261 / 261
mux2i: 104 / 104
clkinv: 0 / 24
o22ai: 50 / 50
and2: 39 / 39
nor2: 51 / 51
nand4: 112 / 112
nand3: 87 / 87
a22oi: 546 / 546
clkbuf: 598 / 153
a22o: 60 / 60
a2111oi: 84 / 84
a21oi: 33 / 33
a21boi: 992 / 992
a32oi: 18 / 18
buf: 69 / 255
==> power by group through the flow <==
stage	Combinational (mW)	Sequential, mW	Clock, mW
final	0.669	4.05	4.22
after global routing	0.640	4.05	4.35
after CTS	0.602	4.05	4.18
Power is estimated from default activity; no workload was simulated.
