**/design/flow/run.sh**
```bash
#!/bin/bash
# OpenROAD 26Q1-2900-gdf79404cd8, Yosys 0.63+post, stock flow scripts
make -C /OpenROAD-flow-scripts/flow DESIGN_CONFIG=/design/flow/config.mk WORK_HOME=/design/flow/orfs finish
```
**/design/flow/config.mk**
```make
export PLATFORM = sky130hd
export DESIGN_NAME = asu_gate
export DESIGN_NICKNAME = asu_gate
export VERILOG_FILES = /design/flow/design.v
export SDC_FILE = /design/flow/constraint.sdc
export NUM_CORES = 4
export LEC_CHECK = 1
export CORE_AREA = 10 10 79 79
export DIE_AREA = 0 0 89 89
```
**/design/flow/constraint.sdc**
```tcl
current_design asu_gate

set clk_period 2.8
set clk_io_pct 0.2

create_clock -name clk0 -period $clk_period

set non_clock_inputs [all_inputs -no_clocks]
set_input_delay [expr $clk_period * $clk_io_pct] -clock clk0 $non_clock_inputs
set_output_delay [expr $clk_period * $clk_io_pct] -clock clk0 [all_outputs]
```
**/design/flow/design.v**
```verilog
module adder_gate(x, y, carry, out);
input [7:0] x, y;
output carry;
output [7:0] out;
	wire w0, w1, w2, w3, w4, w5, w6, w7, w8, w9, w10, w11, w12, w13, w14, w15, w16, w17, w18, w19, w20, w21, w22, w23, w24, w25, w26, w27, w28;
	wire p0, p1, p2, p3, p4, p5, p6, p7;
	wire g0, g1, g2, g3, g4, g5, g6, g7;
	wire c2, c3, c4, c5, c6, c7;
	half_adder HA0(.a(x[0]), .b(y[0]), .cin(0), .p(p0), .g(g0), .sum(out[0]));  
	half_adder HA1(.a(x[1]), .b(y[1]), .cin(g0), .p(p1), .g(g1), .sum(out[1]));  
	and #1 AND1(w1, p1, g0);
	or #1 OR1(c2, g1, w1);
	half_adder HA2(.a(x[2]), .b(y[2]), .cin(c2), .p(p2), .g(g2), .sum(out[2]));  
	and #1 AND2(w2, p2, g1);
	and #1 AND3(w3, p2, p1, g0);
	or #1 OR2(c3, g2, w2, w3);
	half_adder HA3(.a(x[3]), .b(y[3]), .cin(c3), .p(p3), .g(g3), .sum(out[3]));  
	and #1 AND4(w4, p3, g2);
	and #1 AND5(w5, p3, p2, g1);
	and #1 AND6(w6, p3, p2, p1, g0);
	or #1 OR3(c4, g3, w4, w5, w6);
	half_adder HA4(.a(x[4]), .b(y[4]), .cin(c4), .p(p4), .g(g4), .sum(out[4]));  
	and #1 AND7(w7, p4, g3);
	and #1 AND8(w8, p4, p3, g2);
	and #1 AND9(w9, p4, p3, p2, g1);
	and #1 AND10(w10, p4, p3, p2, p1, g0);
	or #1 OR4(c5, g4, w7, w8, w9, w10);
	half_adder HA5(.a(x[5]), .b(y[5]), .cin(c5), .p(p5), .g(g5), .sum(out[5]));  
	and #1 AND11(w11, p5, g4);
	and #1 AND12(w12, p5, p4, g3);
	and #1 AND13(w13, p5, p4, p3, g2);
	and #1 AND14(w14, p5, p4, p3, p2, g1);
	and #1 AND15(w15, p5, p4, p3, p2, p1, g0);
	or #1 OR5(c6, g5, w11, w12, w13, w14, w15);
	half_adder HA6(.a(x[6]), .b(y[6]), .cin(c6), .p(p6), .g(g6), .sum(out[6]));  
	and #1 AND16(w16, p6, g5);
	and #1 AND17(w17, p6, p5, g4);
	and #1 AND18(w18, p6, p5, p4, g3);
	and #1 AND19(w19, p6, p5, p4, p3, g2);
	and #1 AND20(w20, p6, p5, p4, p3, p2, g1);
	and #1 AND21(w21, p6, p5, p4, p3, p2, p1, g0);
	or #1 OR6(c7, g6, w16, w17, w18, w19, w20, w21);
	half_adder HA7(.a(x[7]), .b(y[7]), .cin(c7), .p(p7), .g(g7), .sum(out[7]));  
	and #1 AND22(w22, p7, g6);
	and #1 AND23(w23, p7, p6, g5);
	and #1 AND24(w24, p7, p6, p5, g4);
	and #1 AND25(w25, p7, p6, p5, p4, g3);
	and #1 AND26(w26, p7, p6, p5, p4, p3, g2);
	and #1 AND27(w27, p7, p6, p5, p4, p3, p2, g1);
	and #1 AND28(w28, p7, p6, p5, p4, p3, p2, p1, g0);
	or #1 OR7(carry, g7, w22, w23, w24, w25, w26, w27, w28);
endmodule
module half_adder (
	input a,
	input b,
	input cin,
	output p,  
	output g,  
	output sum
);
	xor #1 U0(p, a, b);
	and #1 U1(g, a, b);
	xor #1 U2(sum, cin, p);
endmodule
module asu_gate (x, y, mode, carry, out);
input [7:0] x, y;
input mode;
output carry;
output [7:0] out;
	wire c;
	wire [7:0] w0, w1;
	adder_gate ADDER(.x(x), .y(y), .carry(c), .out(w0));
	barrel_shifter_gate SHIFTER(.in(x), .shift(y[2:0]), .out(w1));
	mode_mux MUX(.a(w1), .b(w0), .cin(c), .mode(mode), .out(out), .cout(carry));
endmodule
module mode_mux (
	input [7:0] a,
	input [7:0] b,
	input cin,
	input mode,
	output [7:0] out,
	output cout
);
	wire mode_i, w1, w2, w3, w4, w5, w6, w7, w8, w9, w10, w11, w12, w13, w14, w15, w16, w17, w18;
	not n1(mode_i, mode);
	and a0_1(w1, a[0], mode_i);  
	and a0_2(w2, b[0], mode);  
	or #2.5 o1(out[0], w1, w2);
	and a1_1(w3, a[1], mode_i);  
	and a1_2(w4, b[1], mode);  
	or #2.5 o2(out[1], w3, w4);
	and a2_1(w5, a[2], mode_i);  
	and a2_2(w6, b[2], mode);  
	or #2.5 o3(out[2], w5, w6);
	and a3_1(w7, a[3], mode_i);  
	and a3_2(w8, b[3], mode);  
	or #2.5 o4(out[3], w7, w8);
	and a4_1(w9, a[4], mode_i);  
	and a4_2(w10, b[4], mode);  
	or #2.5 o5(out[4], w9, w10);
	and a5_1(w11, a[5], mode_i);  
	and a5_2(w12, b[5], mode);  
	or #2.5 o6(out[5], w11, w12);
	and a6_1(w13, a[6], mode_i);  
	and a6_2(w14, b[6], mode);  
	or #2.5 o7(out[6], w13, w14);
	and a7_1(w15, a[7], mode_i);  
	and a7_2(w16, b[7], mode);  
	or #2.5 o8(out[7], w15, w16);
	and ac_1(w17, 0, mode_i);  
	and ac_2(w18, cin, mode);  
	or #2.5 o9(cout, w17, w18);
endmodule
module barrel_shifter_gate(in, shift, out);
input  [7:0] in;
input  [2:0] shift;
output [7:0] out;
	wire [7:0] w0, w1;
	level L0(.a(in), .b({in[6:0], 1'b0}), .shl(shift[0]), .y(w0));
	level L1(.a(w0), .b({w0[5:0], {2{1'b0}}}), .shl(shift[1]), .y(w1));
	level L2(.a(w1), .b({w1[3:0], {4{1'b0}}}), .shl(shift[2]), .y(out));
endmodule
module level (
	input [7:0] a,
	input [7:0] b,
	input shl,
	output [7:0] y
);
	mux MUX0(.x(y[0]), .a(a[0]), .b(b[0]), .sel(shl));
	mux MUX1(.x(y[1]), .a(a[1]), .b(b[1]), .sel(shl));
	mux MUX2(.x(y[2]), .a(a[2]), .b(b[2]), .sel(shl));
	mux MUX3(.x(y[3]), .a(a[3]), .b(b[3]), .sel(shl));
	mux MUX4(.x(y[4]), .a(a[4]), .b(b[4]), .sel(shl));
	mux MUX5(.x(y[5]), .a(a[5]), .b(b[5]), .sel(shl));
	mux MUX6(.x(y[6]), .a(a[6]), .b(b[6]), .sel(shl));
	mux MUX7(.x(y[7]), .a(a[7]), .b(b[7]), .sel(shl));
endmodule
module mux (x,a,b,sel);
input 	a,b,sel;
output 	x;
wire sel_i,w1,w2;
not #1 n0(sel_i,sel);
and #1 a1(w1,a,sel_i);  
and #1 a2(w2,b,sel);  
or #1 o1(x,w1,w2);
endmodule
```
==> out/summary.txt <==
Top post-synthesis cells by count = mux2i_1 (11), ha_1 (9), nor2_1 (8)
Post-Syn Area = 618 um^2
DP Wirelength = 1790 um
Maximum clock frequency = 369 MHz
HP Start = y[4]
Yosys warning tally = 1
Yosys Chip Area = 618 um^2
Startpoint Class = input port
Hold violation count in the final report = 0
Final core utilization = 27.4%
Synth top area share = 18.2%
Initial antenna violation count = 2
Synth top cell by count = mux2i_1
Synth-to-Final Area Change = 106%
DP Area = 0.00109 mm^2
CP Cell Sequence = clkdlybuf4s15_2 > ha_4 > a211oi_4 > o21bai_4 > a311oi_4 > buf_4 > a21oi_1 > nand4_1 > dlygate4sd2_1
Pin count of the biggest net entering global routing = 10
Power density over cell area = 187 mW/mm^2
Fin crit period = 2.71 ns
Cell taking the most area after synthesis = ha_1
CP Data Arrival Time = 2.15 ns
IO Count = 26
# rows = 25
Placer Congestion = 0.831
CP required = 2.24 ns
Final WL = 2170 um
Die width = 89 um
GRT Resource Usage Total = 5.33%
RSZ-0062 raised after global routing = false
Mean Syn Cell Area = 8.03 um^2
Cell Type Count = 32
Final instance area = 0.00128 mm^2
Critical Path Start = y[1]
CP bufs+invs = 3
OpenROAD warning count = 34
Vias in the first global route = 770
Grt ovf = 0
Max VDD drop = 0.0000381 V
1st-iter DRT viols = 31
Worst path max stage delay = 0.27 ns
Overall Power = 0.238 mW
Slew Limit Fails = 0
Cell count in the Yosys report = 77
CTS Hold Bufs = 0
Die Span Y = 89 um
Post-layout period usage = 96.9%
Worst-path maximum fanout = 3
Post-synth seq share = 0%
Fp util = 13.3%
Cell family with most CP delay = AND-OR/OR-AND gates
Kind of critical path = in2out
Flop area = 0 um^2
Vias = 753
Share of cells above drive strength 1 = 44.4%
Max-Slew Margin vs Limit = 77.8%
Drt first pass iters = 4
Clkbuf count = 0
Final setup vio count = 0
Vias per cell = 4.14
Flops = 0
Post-Place Worst Slack = -0.629 ns
CP endpoint kind = output port
Final WS setup = 0.0871 ns
Crit path max-delay cell type = a211oi_4
First-pass GRT wire length = 3480 um
Top cells by area = ha_1 (18%), mux2i_1 (18%), mux2_2 (5.5%), a21oi_1 (4.9%), nor2_1 (4.9%)
Max cap viols = 0
Die area = 0.00792 mm^2
Hold WC Path Type = in2out
Worst slew pin tran = 0.329 ns
Antenna-violating nets left = 0
Mapped Cells = 77
Outcome = finished clean
Buffers on Ports = 26
Wire per inst = 11.9 um
Core area = 0.00466 mm^2
P_leak = 0.585 nW
# DRC = 0
placed cells by master, fill, tap and decap left out, types with 2 or more instances in the layout:
master | Yosys | final
xnor2_1 | 3 | 2
o31ai_1 | 2 | 2
dlygate4sd2_1 | 0 | 12
ha_2 | 0 | 2
a21oi_1 | 6 | 3
ha_1 | 9 | 2
a21oi_2 | 0 | 3
ha_4 | 0 | 5
mux2i_1 | 11 | 11
nand3b_1 | 3 | 3
clkdlybuf4s50_1 | 0 | 6
dlymetal6s2s_1 | 0 | 4
buf_6 | 0 | 2
inv_1 | 3 | 3
o21ai_2 | 0 | 2
nand2_1 | 4 | 4
mux2_2 | 3 | 3
nor2_1 | 8 | 8
buf_4 | 0 | 25
diode_2 | 0 | 2
layer usage:
layer	vias to the layer above	wire [um]	global-route usage (%)
met5	-	0	0
met4	0	0	0
met2	13	1060	9.24
li1	388	-	-
met1	352	930	6.63
met3	0	189	1.84
power by group:
part	switching, mW	internal, mW	leakage [nW]
sequential	0	0	0
clock	0	0.0000000954	0.0000127
combinational	0.0964	0.142	0.585
total	0.0964	0.142	0.585
worst min-delay path: cells and delay by family:
family	cells	cell delay, ns
buffers and inverters	2	0.23
AOI/OAI and AO/OA	2	0.22
adders and majority gates	1	0.19
area by class of cell:
class,instances,area [um^2]
Antenna cell,2,5.00
Fill cell,483,3380
Inverter,4,15.0
Multi-Input combinational cell,69,732
Tap cell,54,67.6
Timing Repair Buffer,53,457
per-stage QoR:
step | setup TNS (ns) | hold slack [ns] | cells
floorplan | 0 | 1.15 | 77
global placement | -3.28 | 2.27 | 174
detailed placement | -3.36 | 2.26 | 174
CTS | -0.000684 | 1.84 | 180
global route | 0 | 1.82 | 182
finish | 0 | 1.76 | 182
kinds of logic (layout without fill, tap and decap cells):
family	Yosys count	in the layout	synth area share, %
muxes	15	15	26.9
buffers and inverters	8	57	5.06
AOI/OAI and AO/OA	20	20	24.3
adders and majority gates	10	10	21.5
xor gates and xnor gates	4	4	5.67
other	0	2	0
and+or+nand+nor	20	20	16.6
path summary, 6_finish.rpt:
kind	to	slack [ns]	cells after the start
max	out[7]	0.09	9
min	carry	1.76	5
timing repair:
action,4_1_cts,5_1_grt
resized,44,11
endpoints found under the setup margin,8,5
buffers inserted,6,0
endpoints found under the hold margin,0,0
pin swaps,19,11
Power and IR drop assume default switching activity.
