==> design/flow/design.v <==
module booth (
	input 	   		  clk,     
	input 	   		  rst_n,   
	input 	   		  start,
	input 	   [31:0] multiplicand,
	input 	   [31:0] multiplier,
	output reg 		  done,
	output reg [63:0] product
);
localparam IDLE = 1'b0, ITER = 1'b1;
reg 	   state, next_state, next_done, extra_bit, next_extra_bit;
reg  [4:0] count, next_count;
reg [63:0] next_product;
always @(*) begin
	case (state)
		IDLE: begin
			next_count = 5'b0;
			next_state = start ? ITER : IDLE;
		end
		ITER: begin
			if ((multiplicand == 32'd1) | (multiplier == 32'd1) | (multiplicand == 32'd2) | (multiplier == 32'd2) | (multiplier == 32'd4) | (multiplier == 32'd8)) begin
				next_count = 5'b0;
				next_state = IDLE;
			end else begin
				next_count = count + 1'b1;
				next_state = (count < 5'd16) ? ITER : IDLE;
			end
		end
	endcase
end
always @(*) begin
	case (state)
		IDLE: begin
			next_done = 1'b0;
			next_product = start ? {32'b0, multiplier} : product;
			next_extra_bit = start ? 1'b0 : extra_bit;
		end
		ITER: begin
			if ((multiplicand == 32'b1) | (multiplier == 32'b1)) begin
				next_done 			= 1'b1;
				next_product[63:32] = 32'b0;
				next_product[31:0] 	= (multiplicand == 32'b1) ? multiplier : multiplicand;
			end else if ((multiplicand == 32'd2) | (multiplier == 32'd2)) begin
				next_done  	 = 1'b1;
				next_product = {31'b0, (multiplicand == 32'd2) ? multiplier : multiplicand, 1'b0};
			end else if (multiplier == 32'd4) begin
				next_done  	 = 1'b1;
				next_product = {30'b0, multiplicand, 2'b0};
			end else if (multiplier == 32'd8) begin
				next_done 	 = 1'b1;
				next_product = {29'b0, multiplicand, 3'b0};
			end else begin
				if (count < 5'd16) begin
					next_done = 1'b0;
					case ({product[1:0], extra_bit})
						3'b000: {next_product, next_extra_bit} = $signed({product, extra_bit}) >>> 2'd2;  
						3'b001: {next_product, next_extra_bit} = $signed({product[63:32] + multiplicand, product[31:0], extra_bit}) >>> 2'd2;  
						3'b010: {next_product, next_extra_bit} = $signed({product[63:32] + multiplicand, product[31:0], extra_bit}) >>> 2'd2;  
						3'b011: {next_product, next_extra_bit} = $signed({product[63:32] + (multiplicand << 1'b1), product[31:0], extra_bit}) >>> 2'd2;  
						3'b100: {next_product, next_extra_bit} = $signed({product[63:32] + ((~multiplicand + 1'b1) << 1'b1), product[31:0], extra_bit}) >>> 2'd2;  
						3'b101: {next_product, next_extra_bit} = $signed({product[63:32] + (~multiplicand + 1'b1), product[31:0], extra_bit}) >>> 2'd2;  
						3'b110: {next_product, next_extra_bit} = $signed({product[63:32] + (~multiplicand + 1'b1), product[31:0], extra_bit}) >>> 2'd2;  
						3'b111: {next_product, next_extra_bit} = $signed({product, extra_bit}) >> 2'd2;  
					endcase
				end else begin
					next_done 	   = 1'b1;
					next_product   = product;
					next_extra_bit = extra_bit;
				end
			end
		end
	endcase
end
always @(posedge clk) begin
	if(~rst_n) begin
		product   <= 64'b0;
		extra_bit <= 1'b0;
		count 	  <= 5'b0;
		state 	  <= IDLE;
		done 	  <= 1'b0;
	end else begin
		product   <= next_product;
		extra_bit <= next_extra_bit;
		count 	  <= next_count;
		state 	  <= next_state;
		done 	  <= next_done;
	end
end
endmodule
==> design/flow/run.sh <==
#!/bin/bash
# OpenROAD 26Q1-2900-gdf79404cd8, Yosys 0.63+post, stock flow scripts
make -C /OpenROAD-flow-scripts/flow DESIGN_CONFIG=/design/flow/config.mk WORK_HOME=/design/flow/orfs finish
==> design/flow/config.mk <==
export PLATFORM = sky130hd
export DESIGN_NAME = booth
export DESIGN_NICKNAME = booth
export VERILOG_FILES = /design/flow/design.v
export SDC_FILE = /design/flow/constraint.sdc
export NUM_CORES = 4
export LEC_CHECK = 1
export CORE_UTILIZATION = 40
==> design/flow/constraint.sdc <==
current_design booth

set clk_period 17.3
set clk_io_pct 0.2

create_clock -name clk0 -period $clk_period [get_ports {clk}]

set non_clock_inputs [all_inputs -no_clocks]
set_input_delay [expr $clk_period * $clk_io_pct] -clock clk0 $non_clock_inputs
set_output_delay [expr $clk_period * $clk_io_pct] -clock clk0 [all_outputs]
==> changes_impl.md <==
### Changed

* Netlist area before placement at 12630 um2
* Hold buffer count at CTS at 0
* Final setup vio count at 0
* CP Data Required Time at 17550 ps
* Worst setup startpoint: multiplicand[7]
* Vias in the first global route at 13620
* Crit. End Element: flip-flop
* Dominant logic cell type in the layout: nand2_1
* Worst reg2reg path startpoint: product[33]
* Antenna Violating Nets Remaining at 0
* GRT overflow at 0
* Net Switching at 0.3162 mW
* Pre-Repair DR Iteration Count at 17
* IO Port Bufs at 131
* Fin Setup TNS at 0 ps
* Register pins left without a clock at 1
* Routed Wire Length at 52.94 mm
* Starting Density at 40.95%
* Final hold vios at 0
* Share of layout cells above drive strength 1 at 4.085%
* DR vias/cell at 6.446
* Pwr Density at 51.27 nW/um2
* Outcome: finished, final reports clean
* Sw Ratio at 42.44%
* Endpoints left unconstrained at 1
* Antenna violations before repair at 0
* Post-CTS setup buffers at 0
* Largest net degree at the start of global routing at 58
* Min Clock Period, post-route at 8697 ps
* Worst-path clk slew at 70 ps
* Yosys Instances at 1827
* Worst Path Arrival at 8950 ps
* Top cells by area: ha_1, dfxtp_1, nand2_1, a21oi_1, xnor2_1
* Wire length per cell at 23.21 um
* Crit start category: primary input
* Cells after Synth at 1827
* CTS tree: built
* First-pass GRT wire length at 81.45 mm
* OpenROAD warning count at 41
* Max Buffers Root-to-Sink at 2
* # Max-Cap Violations at 0
* Most frequent cells in the layout: nand2_1, a21oi_1, o21ai_0
* Std cell rows at 64
* Post-synth regs at 73
* Fillers at 3083
* Count of library flops with an enable pin at 0
* Clock power frac at 27.9%
* RSZ-0062 raised after global routing: no
* Tcrit/Tclk final at 50.27%
* Synth area leader: ha_1
* Cell Int Power at 0.4288 mW
* Worst Hold Class: reg2reg
* GRT Total Usage at 32.81%
* Die Y at 179.7 um
* Top FF cell, synth: dfxtp_1
* Die ar. at 32280 um2
* Ys async rst share at 0%
* Final worst-path setup slack at 8603 ps
* Slew @ Worst Pin at 864.3 ps
* Rel. slew slack at 42.17%
* YS chip area at 12630 um2
* CTS HTree Levels at 3
* Synth cell types at 74
* Syn-to-layout area delta at 15.08%
* Hpwl dp at 39.71 mm
* First DRT Iteration DRCs at 1326
* GP Congestion at 1.007
* F_max at 0.1150 GHz
* Core region area at 30830 um2
* CTS Root Cell: clkbuf_16
* Flop pwr share at 26.2%
* Post-CTS sizing at 0
* Max VDD drop at 0.03995 mV
* Comb power frac at 45.9%
* CP Max Fanout at 10
* Warning count from the yosys run at 1
* DRC violations left at 0
* Via count at 14700
* Max Slew Vio Count at 0
* CP Class: in2reg
* Pre-CTS WS at 8445 ps
* Clk_skew at 8.044 ps
* Insertion delay at the late pin of the worst-skew pair at 370 ps
* ANT cells at 0
* Die W at 179.7 um
* CTS Buf Count at 9
* Lkg Pwr at 5.859 nW
* HP Start: count[0]
* Ports at 132
* Synth top area share at 13.68%
* Synth Area per Inst at 6.911 um2
## worst max-delay path, stage by stage
cell and delay [ps]:
clkdlybuf4s50_1 680, nor4_1 570, and2_1 250, nand4_1 340, nor3_1 680, nand2_1 290, nor3_1 250, xnor2_1 190
ha_1 350, a21o_1 210, a21o_1 170, a21oi_1 300, nand3_1 110, o21ai_0 460, xnor2_1 180, o22ai_1 100
o21a_1 210, o21bai_1 150
## layer usage
metal	GRT usage, %	up-vias	wire [um]
met2	50.67	736	23230
met4	10.38	0	1853
met5	0	-	0
met1	46.86	6862	23030
met3	5.634	92	4828
li1	-	7013	-
## sequential cells by signal, summed over array words and instances (netlist names)
| register | count |
|---|---|
| extra_bit | 1 |
| count | 5 |
| done | 1 |
| product | 64 |
| state | 1 |
| next_extra_bit | 1 |
## layout make-up
class / instances / area [um2] / share of cell area, %
clock inverters: 7 / 77.57 / 0.5339
inverters: 28 / 105.1 / 0.7233
well taps: 396 / 495.5 / 3.410
flip-flops and latches: 73 / 1456 / 10.02
repair buffers: 169 / 1597 / 10.99
clock buffers: 9 / 225.2 / 1.550
multi-input cells: 1599 / 10570 / 72.77
## Yosys cell counts, drive strengths merged (24+ instances only)
cell type / number
o21ai: 157
a21oi: 166
nand2: 224
a221oi: 24
o211ai: 53
inv: 28
ha: 138
o22ai: 41
nor3: 28
nor4: 24
nand3: 91
xnor2: 84
a211oi: 31
xor2: 54
nor2: 108
a21o: 57
clkbuf: 113
a21boi: 25
dfxtp: 72
## stage by stage
stage / cells / utilization [%] / instance area [um2] / hold WS (ps) / power [mW]
2_1_floorplan: 1827 / - / 12630 / 417.5 / 0.4063
3_3_place_gp: 2265 / 46.15 / 14230 / 431.6 / 0.5331
6_report: 2281 / 47.13 / 14530 / 450.5 / 0.7449
3_5_place_dp: 2265 / 46.15 / 14230 / 445.3 / 0.5312
5_1_grt: 2281 / 47.13 / 14530 / 490.9 / 0.7862
4_1_cts: 2281 / 47.13 / 14530 / 455.1 / 0.7404
## cells by family after synthesis
family	synth area share [%]
muxes	0.7234
AOI/OAI and AO/OA	36.05
latches	0.1189
and+or+nand+nor	22.66
xor gates and xnor gates	9.573
DFF	11.42
adders and majority gates	14.63
buffers and inverters	4.826
## worst paths after layout
check | end | cells after the start | slack [ps]
min reg2reg | count[0] | 1 | 450
max | product[63] | 18 | 8600
max reg2reg | product[63] | 13 | 13060
min | count[0] | 1 | 450
## power by group through the flow
stage	Sequential [mW]	Combinational [mW]	Clock, mW
after CTS	0.195	0.335	0.211
after global routing	0.197	0.371	0.219
final	0.195	0.342	0.208
No activity file was given, so power comes from the tool's default toggle rates.
