**flow/config.mk**
```make
export PLATFORM = sky130hd
export DESIGN_NAME = divider
export DESIGN_NICKNAME = divider
export VERILOG_FILES = /design/flow/design.v
export SDC_FILE = /design/flow/constraint.sdc
export NUM_CORES = 4
export LEC_CHECK = 1
export CORE_UTILIZATION = 30
```
**flow/constraint.sdc**
```tcl
current_design divider

set clk_period 18.2
set clk_io_pct 0.2

create_clock -name clk0 -period $clk_period [get_ports {clk}]

set non_clock_inputs [all_inputs -no_clocks]
set_input_delay [expr $clk_period * $clk_io_pct] -clock clk0 $non_clock_inputs
set_output_delay [expr $clk_period * $clk_io_pct] -clock clk0 [all_outputs]
```
**flow/design.v**
```verilog
module divider (
	input 	   		  clk,     
	input 	   		  rst_n,   
	input 	   		  start,
	input 	   [31:0] dividend,
	input 	   [31:0] divisor,
	output reg 		  done,
	output reg [31:0] quotient,  
	output reg [31:0] remainder  
);
localparam IDLE = 1'b0, ITER = 1'b1;
reg 		state, next_state, next_done;
reg   [5:0] count, next_count;
reg  [31:0] next_quotient, next_remainder;
wire [31:0] dividend_p, divisor_p, shifted_remainder, difference;
wire 		diff_positive, quotient_sign, remainder_sign;
assign dividend_p 		 = dividend[31] ? (~dividend + 1'b1) : dividend;
assign divisor_p 		 = divisor[31]  ? (~divisor  + 1'b1) : divisor;
assign shifted_remainder = {remainder[30:0], quotient[31]};  
assign difference 		 = shifted_remainder - divisor_p;
assign diff_positive 	 = (shifted_remainder < divisor_p) ? 1'b0 : 1'b1;
assign quotient_sign 	 = dividend[31] ^ divisor[31];
assign remainder_sign 	 = dividend[31];
always @(*) begin
	case (state)
		IDLE: begin
			next_count = 6'b0;
			next_state = start ? ITER : IDLE;
		end
		ITER: begin
			if ((divisor == 32'b1) | (dividend == divisor) | (divisor == 32'd4) | (divisor == 32'd8)) begin
				next_count = 6'b0;
				next_state = IDLE;
			end else begin
				next_count = count + 1'b1;
				next_state = (count < 6'd32) ? ITER : IDLE;
			end
		end
	endcase
end
always @(*) begin
	case (state)
		IDLE: begin
			next_done = 1'b0;
			{next_remainder, next_quotient} = start ? {32'b0, dividend_p} : {remainder, quotient};
		end
		ITER: begin
			if (divisor == 32'b1) begin
				next_done = 1'b1;
				{next_remainder, next_quotient} = {32'b0, dividend};
			end else if (dividend == divisor) begin
				next_done = 1'b1;
				{next_remainder, next_quotient} = 64'b1;
			end else if (divisor == 32'd4) begin
				next_done 	   = 1'b1;
				next_quotient  = {{2{dividend[31]}}, dividend[31:2]};
				next_remainder = {{30{dividend[2]}}, dividend[1:0]};
			end else if (divisor == 32'd8) begin
				next_done 	   = 1'b1;
				next_quotient  = {{3{dividend[31]}}, dividend[31:3]};
				next_remainder = {{29{dividend[2]}}, dividend[2:0]};
			end else begin
				if (count < 6'd32) begin
					next_done = 1'b0;
					{next_remainder, next_quotient} = diff_positive ? {difference, quotient[30:0], 1'b1} : {shifted_remainder, quotient[30:0], 1'b0};
				end else begin
					next_done 	   = 1'b1;
					next_quotient  = quotient_sign  ? ~quotient  + 1'b1 : quotient;
					next_remainder = remainder_sign ? ~remainder + 1'b1 : remainder;
				end
			end
		end
	endcase
end
always @(posedge clk) begin
	if(~rst_n) begin
		quotient  <= 32'b0;
		remainder <= 32'b0;
		count 	  <= 6'b0;
		state 	  <= IDLE;
		done 	  <= 1'b0;
	end else begin
		quotient  <= next_quotient;
		remainder <= next_remainder;
		count 	  <= next_count;
		state 	  <= next_state;
		done 	  <= next_done;
	end
end
endmodule
```
**flow/run.sh**
```bash
#!/bin/bash
# OpenROAD 26Q1-2900-gdf79404cd8, Yosys 0.63+post, stock flow scripts
make -C /OpenROAD-flow-scripts/flow DESIGN_CONFIG=/design/flow/config.mk WORK_HOME=/design/flow/orfs finish
```
==> reports/qor.yml <==
run_status: "completed"
gp_congestion: 1.000
io_buffer_count: 131
die_x_um: 180.8
antenna_found_initial: 1
yosys-top-cells-count: "122 x nand2_1, 118 x nor2_1, 118 x o21ai_0"
fin_tns_setup_ns: 0
grt_usage: 0.2644
critPathArrivalTime_ns: 9.27
worst_slack_ns: 9.167
placed_cells: 1827
ys.flops: 72
htree_levels: 3
path_cells: "clkdlybuf4s50_1, nor3_1, nand3_1, or4b_1, or3_1, or3_1, nand2_1, xor2_1, ha_1, nand4_1, or3_1, a211oi_1, o211a_1, nor2_1, buf_4, o311ai_0, o21ai_0"
ys_cells: 1383
grt_pass1_vias: 10560
reg2reg_slack_ns: 13.88
synth-async-reset-ratio: 0
antenna_cells: 0
clock_path_buffers: 2
synthFlopType: "dfxtp_1"
wire_per_inst_um: 23.66
postCtsSetupRepairBufs: 0
peakVddDrop_mv: 0.04939
crit_fanout: 11
skew_ns: 0.008097
yosysTopAreaCell: "dfxtp_1"
top_cell: "nand2_1"
fmax_mhz: 110.7
worst_slew_pin_slew_ns: 1.080
fillCellCount: 3216
path_clk_slew_ns: 0.07
cpPeakStageDelay_ns: 0.59
path_class: "input pin to flop"
drive_above_1_share: 0.05344
via_count: 11560
worstSetupStartpointType: "input pin"
first_pass_iters: 5
cp_top_family: "simple AND/OR/NAND/NOR gates"
cpMaxStageDelayCell: "clkdlybuf4s50_1"
ios: 132
syn_inst: 1383
area_growth_pct: 20.09
required_ns: 18.44
drc_errors: 0
fp-row-count: 65
syn_area_per_cell_um2: 6.938
edf_count: 0
grt_max_degree: 53
netlist_area_um2: 9595
clk_latency_ns: 0.36
cpMostUsedCell: "or3_1"
clock-root-buffer: "clkbuf_16"
cts_buffers: 9
yosys.area.top_type_share: 0.1502
die_y_um: 180.8
tritoncts: "built"
core_um2: 31470
postSynthSeqShare: 0.1502
cts_num_sinks: 72
dp_hpwl_um: 33380
hp-start: "count[0]"
setup_viol: 0
yosys_warnings: 1
slew_violations: 0
tool_warnings: 26
hold_path_depth: 1
powerDensity_nw_per_um2: 50.48
viasPerCell: 6.271
grt-ovfl-total: 0
drtIter0Drc: 1232
path_buffers: 2
layout_min_cycle_time_ns: 9.033
drtAntennaViolNets: 0
max-slew-margin-rel: 0.2617
hold_violations: 0
holdBufCountCts: 0
rsz0062_at_grt: "false"
pre_cts_ws_ns: 8.885
post-route-period-util: 0.4963
finalNonFillerCells: 1843
ys_types: 84
r2r_start: "remainder[0]"
r2r-end: "remainder[22]"
topCellsByArea: "dfxtp_1 15%, o21ai_0 6.2%, a21oi_1 5.7%"
critPathCaptureType: "flop"
drt-total-wl_um: 43610
maxCapViolCount: 0
hp-class: "flop to flop"
holdPathEnd: "count[0]"
p_leak_nw: 4.111
die_area_um2: 32700
ctsResizeCount: 0
grt_first_pass_wirelength_um: 65450
reg2regPathDepth: 11
yosys_area_um2: 9595
fp_util: 0.3049
[final cells by class]
type | count | area (µm²) | share of cell area
timing repair buffer | 156 | 1499 | 0.1301
clock inverter | 6 | 115.1 | 0.009989
inverter | 27 | 101.3 | 0.008795
clock buffer | 10 | 229.0 | 0.01987
tap | 402 | 503.0 | 0.04365
sequential | 72 | 1443 | 0.1252
multi-input combinational | 1170 | 7634 | 0.6624
[worst max-delay path by stage]
stage                 startpoint  depth (start not counted)  slack (ns)            end
after CTS             divisor[2]                         17        9.25  remainder[22]
after global routing  divisor[2]                         17        8.74  remainder[22]
final                 divisor[2]                         17        9.17  remainder[22]
[worst reg2reg max path, delay by kind of cell (launching register included)]
kind            cells  cell delay [ns]
simple gates        2             0.47
buf+inv             2             0.53
flops               1             0.60
fa+ha+maj           1             0.50
compound gates      6             2.10
[layout by cell type, fill, tap and decap left out, types with 11 or more instances in the layout]
cell	synthesis	routed
nand2b_1	16	16
nand3_1	39	39
o22ai_1	16	16
nand2_1	122	122
buf_4	0	25
o31ai_1	16	16
nor2_1	118	118
a21oi_1	110	109
ha_1	38	38
nor3_1	40	39
xor2_1	46	46
o211ai_1	41	41
o21ai_0	118	118
a31oi_1	27	26
or4_1	14	14
nor4_1	21	21
inv_1	25	25
a21o_1	17	17
and3_1	12	12
a211oi_1	14	14
or3_1	28	28
xnor2_1	60	60
nand4_1	18	18
o311ai_0	15	15
mux2i_1	11	11
and2_1	12	12
dfxtp_1	72	71
clkdlybuf4s50_1	0	131
[registers in the layout (all words and copies together) (netlist names)]
signal,cells
quotient,32
count,6
state,1
done,1
remainder,32
[routing by layer]
| layer | routed length [µm] | GRT usage | vias to the layer above |
|---|---|---|---|
| met5 | 20 | 0 | - |
| met4 | 1189 | 0.06496 | 2 |
| met3 | 4800 | 0.08068 | 85 |
| li1 | - | - | 5370 |
| met2 | 18200 | 0.3731 | 653 |
| met1 | 19400 | 0.3914 | 5448 |
[cells by family after synthesis]
family	synth area share
compound gates	0.3569
buf+inv	0.05672
fa+ha+maj	0.05164
mux	0.01382
flops	0.1502
xor+xnor	0.09675
simple gates	0.2740
[power breakdown]
part	internal [mW]	leakage [nW]	total (mW)	switching (mW)
Clock	0.135	0.164	0.216	0.0808
Combinational	0.0779	3.36	0.187	0.109
Sequential	0.165	0.588	0.179	0.0141
Total	0.378	4.11	0.582	0.204
[through the flow]
step             util  power (mW)  hold WS (ns)  instance area [µm²]
3_5_place_dp   0.3552      0.3643        0.4368                11180
6_report       0.3661      0.5817        0.4578                11520
3_3_place_gp   0.3552      0.3646        0.4271                11180
4_1_cts        0.3661      0.5782        0.4608                11520
5_1_grt        0.3661      0.6041        0.4895                11520
2_1_floorplan       -      0.2887        0.4175                 9595
Power is estimated from default activity; no workload was simulated.
